==> flow/design.v <==
module ultrasonic (
    input clk_50M, reset, echo_rx,
    output reg trigger, out,
    output reg [21:0] pulses,
    output reg [1:0] state
);
initial begin
    trigger = 0; out = 1; pulses = 0; state = 0;
end
reg[1:0] next_state;
reg flag=0;
reg[21:0] distance;
integer warm_count;
integer trigger_count;
integer read_count;
integer count;
initial begin
warm_count=0;
trigger_count=0;
read_count=0;
count=0;
distance=0;
end
parameter warm_up =2'b00,trigger_pulse=2'b01,read_input=2'b10;
always @(posedge clk_50M)begin
count=count+1;
if(flag)begin
trigger=1;
end
else begin
trigger=0;
end
if(!reset)begin
 pulses=0;
 state=0;
 trigger=0;
 count=0;
 end
else begin
case(state)
warm_up : begin
if(!reset)begin
count=0;
next_state=warm_up;
end
else begin
if(count==4) begin
next_state=trigger_pulse;
flag=1;
count=0;
end
else begin
next_state=warm_up;
end
end
end  
trigger_pulse : begin
if(!reset)begin
next_state=warm_up;
count=0;
end
else begin
if(count==32)begin
flag=0;
next_state=read_input;
count=0;
end
else begin
next_state=trigger_pulse;
end
end
end 
read_input : begin
if(!reset)begin
next_state=warm_up;
count=0;
pulses=0;
end
else begin
if(count>=1 && count<218820)begin  
if( echo_rx==1) begin
pulses=pulses+1;
next_state=read_input;
end 
end 
else begin
if(pulses==29410)begin
pulses=0;
count=0;
next_state=warm_up;
end
else begin 
pulses=0;
count=0;
next_state=warm_up;
end
end  
end  
end  
endcase
state=next_state;
end
end
always@(negedge echo_rx) begin
distance=pulses;
out=distance>1200?1:0; 
end
endmodule
==> flow/run.sh <==
#!/bin/bash
# OpenROAD 26Q1-2900-gdf79404cd8, Yosys 0.63+post, stock flow scripts
make -C /OpenROAD-flow-scripts/flow DESIGN_CONFIG=/design/flow/config.mk WORK_HOME=/design/flow/orfs finish
==> flow/config.mk <==
export PLATFORM = sky130hd
export DESIGN_NAME = ultrasonic
export DESIGN_NICKNAME = ultrasonic
export VERILOG_FILES = /design/flow/design.v
export SDC_FILE = /design/flow/constraint.sdc
export NUM_CORES = 4
export LEC_CHECK = 1
export CORE_UTILIZATION = 50
==> flow/constraint.sdc <==
current_design ultrasonic

set clk_period 9.2
set clk_io_pct 0.2

create_clock -name clk0 -period $clk_period [get_ports {clk_50M}]
create_clock -name clk1 -period $clk_period [get_ports {echo_rx}]

set non_clock_inputs [all_inputs -no_clocks]
set_input_delay [expr $clk_period * $clk_io_pct] -clock clk0 $non_clock_inputs
set_output_delay [expr $clk_period * $clk_io_pct] -clock clk0 [all_outputs]
==> out/summary.txt <==
LEAKAGE - 1.76 nW
Final WS setup - 1550 ps
DR pass1 iterations - 7
Post-CTS Setup Bufs - 0
DRC violations left - 0
dpl cells - 621
worst-path fanout max - 1
mapped cell area - 0.00426 sq mm
share of cells above drive strength 1 - 8.64%
Syn-to-layout area delta - 15.8%
Synth top area share - 28.2%
Synth flops - 61
per-cell routed wire length - 17.0 um
pre-CTS setup slack - 2020 ps
DPL Wire Length - 7500 um
yosys warning tally - 1
worst-path cell chain - clkdlybuf4s50_1
Yosys cell types - 69
syn avg cell area - 8.07 sq um
Hold Path Class - clk -> reg
IO buf count - 27
Chip Width - 94.3 um
worst vdd ir - 0.0822 mV
Synth Instances - 527
Iteration-0 DRC Markers - 347
height of the die - 94.3 um
RSZ-0062 raised after global routing - false
Worst EP arrival - 5810 ps
Post-synth EDFFs - 1
post-cts sizing count - 0
CP Capture Type - output port
n_diodes - 0
chip area - 0.00888 sq mm
CTS Hold Bufs - 0
type of origin of the critical path - register
dpl cell area - 0.00446 sq mm
setup violators final - 0
Yosys Instances - 527
Routed WL - 11400 um
Rel. slew slack - 40.9%
Layout Skew - 13.5 ps
logic area - 0.00274 sq mm
CP max stage delay - 460 ps
fillcell total - 744
maxcap violations - 0
Power per Cell Area - 152 mW/mm^2
status - completed
Top delay family on crit path - buffers and inverters
largest net degree at the start of global routing - 33
Via density - 6.28
grt total ovfl - 0
post-route ant nets - 0
Dominant flop cell - dfxtp_1
first-pass GRT wire length - 19100 um
Slew Viols, Final - 0
Synth area leader - dfxtp_1
most common library cells after synthesis - dfxtp_1, nor2_1, nand2_1, nand3_1, a21oi_1
Final Util - 60.0%
finished layout cell area - 0.00493 sq mm
Worst-Margin Slew - 885 ps
Worst path slowest cell - clkdlybuf4s50_1
Reg area - 0.00123 sq mm
Site Rows - 33
final hold vios - 0
Seq share, synth - 28.9%
Tot GR Track Use - 27.7%
clock-pin slew on the worst setup and hold paths - 70 ps
top-count cell post-synth - dfxtp_1
crit path DRT - 7360 ps
via count - 4218
yosys stat area - 0.00426 sq mm
CTS tree - done
Non-Filler Instances - 672
crit path buf inv count - 1
initial antenna violation count - 0
final setup TNS - 0 ps
vias in the first global route - 4255
stage-log warning count - 47
Post-synth ARST share - 0%
top cells by area, synth - dfxtp_1, nor2_1, nand3_1
core area - 0.00822 sq mm
Boundary Pins - 29
routability cong. - 0.846
fp util - 51.8%
CP Class - reg -> out
-- area by class of cell --
class	instances	area share, %
Sequential cell	61	25.0
Clock buffer	27	7.14
Tap cell	105	2.67
Inverter	13	0.990
Timing Repair Buffer	31	6.09
Clock inverter	25	2.46
Multi-Input combinational cell	410	55.7
-- kinds of logic after synthesis --
kind of cell | synth area share (%)
multiplexers | 3.76
AND/OR/NAND/NOR | 29.5
adder cells (fa/ha/maj) | 1.47
XOR/XNOR | 5.56
flip-flops | 28.9
AND-OR/OR-AND | 23.9
buffers and inverters | 6.82
-- sequential cells by signal, summed over array words and instances, names as in the netlist --
signal	cells
out	1
state	2
count	32
next_state	2
flag	1
trigger	1
pulses	22
-- through the flow --
stage               hold slack (ps)  total power [mW]
floorplan                       181             0.333
global placement                184             0.335
detailed placement              184             0.335
CTS                             241             0.763
global route                    315             0.796
finish                          241             0.750
-- per-layer routing --
| metal | GRT usage [%] | vias to the layer above | routed length [um] |
|---|---|---|---|
| met3 | 10.9 | 21 | 842 |
| li1 | - | 2065 | - |
| met1 | 41.1 | 1961 | 5620 |
| met2 | 35.7 | 171 | 4770 |
| met5 | 0 | - | 0 |
| met4 | 10.9 | 0 | 167 |
-- power breakdown --
group | leakage, nW | internal, mW | switching [mW]
Sequential | 0.492 | 0.268 | 0.00498
Combinational | 0.850 | 0.00991 | 0.0186
Clock | 0.418 | 0.258 | 0.191
Total | 1.76 | 0.535 | 0.214
-- tightest hold or removal path: stages --
cell      delay, ps
clkbuf_8         90
clkbuf_8        120
clkbuf_8        160
inv_1            40
nand2_1          50
a311oi_1         80
-- cells in the final DEF, fill, tap and decap left out, types with 14 or more instances in the layout --
cell type        count
a211o_1             14
a21oi_1             31
clkbuf_8            25
clkdlybuf4s50_1     27
dfxtp_1             60
inv_1               36
mux2i_1             16
nand2_1             42
nand3_1             33
nand4_1             17
nor2_1              49
o211ai_1            17
xnor2_1             18
-- path summary, 6_finish.rpt --
kind               depth (start not counted)          start  slack (ps)            end
max                                        1            out        1550            out
min                                        6        echo_rx         240      pulses[0]
max reg2reg                                6      pulses[0]        3270            out
min reg2reg                                2  next_state[2]         490  next_state[2]
max in group clk1                          6      pulses[0]        3270            out
min in group clk1                          2     pulses[16]        5070            out
No activity file was given, so power comes from the tool's default toggle rates.
